==> flow/design.v <==
module pipeline_unit #
(
	parameter TRANS = 'd10
)
(
    input  wire         clk,
    input  wire         reset,
    input  wire [31:0]  inputs,
    input  wire         in_valid,
    input  wire         flush,
    output wire [31:0]  outputs, 
    output wire         out_valid
);
	reg [31:0] 	data 	[2:0];
	reg			valid 	[2:0];
	integer cnt_data;
	integer cnt_valid;
	always @(posedge clk) begin	
		if (reset) begin
			for (cnt_data = 0 ; cnt_data < 3; cnt_data = cnt_data + 1) begin
				data[cnt_data] <= 'hFFFFFFFF;
			end
		end
		else if (flush) begin
			for (cnt_data = 0 ; cnt_data < 3; cnt_data = cnt_data + 1) begin
				data[cnt_data] <= 'hFFFFFFFF;
			end
		end
		else begin
			if (in_valid) begin
				data[0] <= inputs;
			end
			data[1] 	<= data[0] + TRANS;
			data[2]		<= data[1] + ^TRANS;
		end
	end
	always @(posedge clk) begin
		if (reset) begin
			for (cnt_valid = 0; cnt_valid < 3; cnt_valid = cnt_valid + 1) begin
				valid[cnt_valid] <= 0;
			end
		end
		else if (flush) begin
			for (cnt_valid = 0; cnt_valid < 3; cnt_valid = cnt_valid + 1) begin
				valid[cnt_valid] <= 0;
			end
		end
		else begin
			valid[0] <= in_valid;
			valid[2] <= valid[1];
			valid[1] <= valid[0];
		end
	end
	assign outputs = flush ? 'hFFFFFFFF : data[2];
	assign out_valid = flush ? 0 : valid[2];
endmodule
==> flow/run.sh <==
#!/bin/bash
# OpenROAD 26Q1-2900-gdf79404cd8, Yosys 0.63+post, stock flow scripts
make -C /OpenROAD-flow-scripts/flow DESIGN_CONFIG=/design/flow/config.mk WORK_HOME=/design/flow/orfs finish
==> flow/config.mk <==
export PLATFORM = sky130hd
export DESIGN_NAME = pipeline_unit
export DESIGN_NICKNAME = pipeline_unit
export VERILOG_FILES = /design/flow/design.v
export SDC_FILE = /design/flow/constraint.sdc
export NUM_CORES = 4
export LEC_CHECK = 1
export CORE_UTILIZATION = 50
==> flow/constraint.sdc <==
current_design pipeline_unit

set clk_period 5.1
set clk_io_pct 0.2

create_clock -name clk0 -period $clk_period [get_ports {clk}]

set non_clock_inputs [all_inputs -no_clocks]
set_input_delay [expr $clk_period * $clk_io_pct] -clock clk0 $non_clock_inputs
set_output_delay [expr $clk_period * $clk_io_pct] -clock clk0 [all_outputs]
==> flow_summary.html <==
<p>Metrics extracted from the flow reports.</p>
<table>
<tr><th>Metric</th><th>Value</th></tr>
<tr><th colspan="2">Status</th></tr>
<tr><td>Outcome</td><td>finished clean</td></tr>
<tr><th colspan="2">Floorplanning</th></tr>
<tr><td>Die Height</td><td>88.7 um</td></tr>
<tr><td>Number of rows in the core area</td><td>31</td></tr>
<tr><td>Chip Area</td><td>7880 um2</td></tr>
<tr><td>Width of the chip</td><td>88.7 um</td></tr>
<tr><td>I/O Pins</td><td>69</td></tr>
<tr><td>Core Area</td><td>7250 um2</td></tr>
<tr><td>Starting density of the core</td><td>51.9%</td></tr>
<tr><th colspan="2">Clock network</th></tr>
<tr><td>Clk sinks</td><td>99</td></tr>
<tr><td>Post-CTS Repair Setup Buffers</td><td>0</td></tr>
<tr><td>Clock latency at the later pin of the worst-skew pair</td><td>0.35 ns</td></tr>
<tr><td>Clock tree from TritonCTS</td><td>built</td></tr>
<tr><td>Clock buffer count from CTS</td><td>9</td></tr>
<tr><td>Clock slew at reported path FFs</td><td>0.10 ns</td></tr>
<tr><td>Post-cts hold-fix buffer tally</td><td>0</td></tr>
<tr><td>PostCTS Resize Cnt</td><td>0</td></tr>
<tr><td>Depth of the CTS H-tree</td><td>3</td></tr>
<tr><td>Max Root-Sink Buffers</td><td>2</td></tr>
<tr><td>Clock Tree Root</td><td>sky130_fd_sc_hd__clkbuf_8</td></tr>
<tr><th colspan="2">Routing</th></tr>
<tr><td>Wire length per cell</td><td>11.8 um</td></tr>
<tr><td>Number of nets with antenna violations after detailed routing</td><td>0</td></tr>
<tr><td>Count of routing violations after the opening detailed-route iteration</td><td>80</td></tr>
<tr><td>Final WL</td><td>6430 um</td></tr>
<tr><td>Detailed Routing Iterations Pass 1</td><td>4</td></tr>
<tr><td>DRC Markers</td><td>0</td></tr>
<tr><td>Via count</td><td>2651</td></tr>
<tr><td>Number of antenna diodes</td><td>0</td></tr>
<tr><td>Via count normalized by instance count</td><td>4.86</td></tr>
<tr><th colspan="2">Final timing</th></tr>
<tr><td>Worst slew margin relative to its limit</td><td>42.6%</td></tr>
<tr><td>Post-Route Setup TNS</td><td>0 ns</td></tr>
<tr><td>Worst Skew</td><td>0.0136 ns</td></tr>
<tr><td>Slew of the pin with the lowest slew margin</td><td>0.859 ns</td></tr>
<tr><td>Final setup violation count</td><td>0</td></tr>
<tr><td>Period utilisation layout</td><td>73.4%</td></tr>
<tr><td>Fin. Hold Viols</td><td>0</td></tr>
<tr><td>Final hold slack</td><td>0.404 ns</td></tr>
<tr><td>Achievable clock frequency</td><td>267 MHz</td></tr>
<tr><td>Count of pins over their slew limit</td><td>0</td></tr>
<tr><td>Time the final worst path needs with I/O delays and setup</td><td>3.74 ns</td></tr>
<tr><td>RSZ-0062 raised after global routing</td><td>false</td></tr>
<tr><th colspan="2">Worst setup path</th></tr>
<tr><td>Nature of the critical path endpoint</td><td>output port</td></tr>
<tr><td>Category of cells accounting for the largest share of critical-path delay</td><td>buffers and inverters</td></tr>
<tr><td>Maximum fanout encountered on the critical timing path</td><td>23</td></tr>
<tr><td>Critical path cell sequence</td><td>clkdlybuf4s50_1, buf_4, or2_2, clkdlybuf4s50_1</td></tr>
<tr><td>Worst-path cell with the longest stage delay</td><td>sky130_fd_sc_hd__clkdlybuf4s50_1</td></tr>
<tr><td>Longest individual stage delay on the worst path</td><td>0.67 ns</td></tr>
<tr><td>Worst path required time</td><td>4.08 ns</td></tr>
<tr><td>Nature of the critical path startpoint</td><td>input pin</td></tr>
<tr><td>WP buf/inv</td><td>3</td></tr>
<tr><td>Cell repeated most along the worst path</td><td>sky130_fd_sc_hd__clkdlybuf4s50_1</td></tr>
<tr><td>Data arrival, critical path</td><td>2.72 ns</td></tr>
<tr><td>Setup CP Type</td><td>input pin to output port</td></tr>
<tr><th colspan="2">Min path</th></tr>
<tr><td>Path type of the worst min-delay path</td><td>register to register</td></tr>
<tr><th colspan="2">Job</th></tr>
<tr><td>Count of warning messages emitted by the tools</td><td>26</td></tr>
<tr><td>Max Cap Violations</td><td>0</td></tr>
<tr><th colspan="2">Logic synthesis</th></tr>
<tr><td>Post-synthesis cell type count</td><td>39</td></tr>
<tr><td>YS warnings</td><td>3</td></tr>
<tr><td>Synthesized netlist cell count</td><td>381</td></tr>
<tr><td>Area reported by Yosys stat</td><td>3760 um2</td></tr>
<tr><td>Mean post-synth cell area</td><td>9.87 um2</td></tr>
<tr><td>Synth async-reset ratio</td><td>0%</td></tr>
<tr><td>Primary FF master, synth</td><td>sky130_fd_sc_hd__dfxtp_1</td></tr>
<tr><td>Number of flip-flops and latches in the synthesized netlist</td><td>99</td></tr>
<tr><td>Post-synth tally of flip-flops with integrated enable</td><td>0</td></tr>
<tr><td>Cells in synth_stat.txt</td><td>381</td></tr>
<tr><td>Synth Seq Share</td><td>52.7%</td></tr>
<tr><td>Post-Syn Area</td><td>3760 um2</td></tr>
<tr><th colspan="2">Power</th></tr>
<tr><td>Lkg Pwr</td><td>1.79 nW</td></tr>
<tr><td>Maximum ir drop on the vdd rail</td><td>0.135 mV</td></tr>
<tr><td>Cell Pwr Density</td><td>310 nW/um2</td></tr>
<tr><th colspan="2">Place</th></tr>
<tr><td>HPWL after DPL</td><td>4420 um</td></tr>
<tr><td>Placement-stage cell area</td><td>4490 um2</td></tr>
<tr><td>Tally of buffers added on design ports</td><td>68</td></tr>
<tr><td>Final GP Congestion</td><td>0.875</td></tr>
<tr><th colspan="2">GRT</th></tr>
<tr><td>Maximum number of pins on one net before global-route repair</td><td>44</td></tr>
<tr><td>Vias in the first global route</td><td>2108</td></tr>
<tr><td>Wire length of the first global-routing pass</td><td>10500 um</td></tr>
<tr><td>Global-route usage over all layers</td><td>17.5%</td></tr>
<tr><td>Antenna violations before repair</td><td>0</td></tr>
<tr><td>Global route overflow</td><td>0</td></tr>
<tr><th colspan="2">Cells and area</th></tr>
<tr><td>Area growth from synthesis to layout</td><td>24.2%</td></tr>
<tr><td>Most frequently placed logic cell in the final layout</td><td>sky130_fd_sc_hd__dfxtp_1</td></tr>
<tr><td>Storage cell area</td><td>1980 um2</td></tr>
<tr><td>Combinational cell area excluding buffers and inverters</td><td>1660 um2</td></tr>
<tr><td>Layout filler cell count</td><td>619</td></tr>
<tr><td>Fin area</td><td>4670 um2</td></tr>
<tr><td>Most frequent cells in the layout</td><td>sky130_fd_sc_hd__dfxtp_1, sky130_fd_sc_hd__clkdlybuf4s50_1, sky130_fd_sc_hd__nand2_1</td></tr>
<tr><td>Fraction of layout cells with a size suffix above 1</td><td>14.6%</td></tr>
</table>
## flip-flops by register name, indices dropped and copies added (netlist names)
register,cells
valid,3
data,96
## final timing paths
check	from	end	slack, ns	cells past startpoint
max	flush	outputs[9]	1.36	4
min	data[1][23]	data[2][23]	0.40	1
min reg2reg	data[1][23]	data[2][23]	0.40	1
max reg2reg	data[0][6]	data[1][30]	3.06	4
## layout make-up
type | count | share of cell area [%]
clock buffers | 10 | 2.73
clock inverters | 6 | 1.23
inverters | 1 | 0.0803
multi-input cells | 257 | 35.6
flip-flops and latches | 99 | 42.4
well taps | 99 | 2.65
repair buffers | 73 | 15.3
## logic make-up (layout without fill, tap and decap cells)
logic type / Yosys count / after routing / share of synthesized area, %
buffers and inverters: 25 / 90 / 3.29
DFF: 99 / 99 / 52.7
and+or+nand+nor: 183 / 183 / 27.6
adders and majority gates: 1 / 1 / 0.333
xor gates and xnor gates: 10 / 10 / 2.33
muxes: 32 / 32 / 8.51
AOI/OAI and AO/OA: 31 / 31 / 5.22
## where the power goes
part	switching [mW]	leakage, nW	internal [mW]
sequential	0.0150	0.810	0.802
combinational	0.0830	0.884	0.0844
clock	0.275	0.0945	0.188
## cells in the mapped netlist (5+ instances only)
library cell,count,area (um2)
sky130_fd_sc_hd__nor3_1,5,25.0
sky130_fd_sc_hd__dfxtp_1,99,1980
sky130_fd_sc_hd__o21ai_0,12,60.1
sky130_fd_sc_hd__and4_1,10,87.6
sky130_fd_sc_hd__or2_2,33,206
sky130_fd_sc_hd__nor2_1,5,18.8
sky130_fd_sc_hd__xnor2_1,6,52.6
sky130_fd_sc_hd__nand2_1,51,191
sky130_fd_sc_hd__clkbuf_1,19,71.3
sky130_fd_sc_hd__nand3_1,15,75.1
sky130_fd_sc_hd__and2_1,5,31.3
sky130_fd_sc_hd__or3_1,37,231
sky130_fd_sc_hd__a31oi_1,6,37.5
sky130_fd_sc_hd__mux2i_1,32,320
## metrics by stage
stage / setup WS [ns] / power [mW] / utilization, % / std cells
floorplan: 2.49 / 0.945 / - / 381
global placement: 1.39 / 0.999 / 61.9 / 529
detailed placement: 1.33 / 1.00 / 61.9 / 529
CTS: 1.33 / 1.46 / 64.4 / 545
global route: 1.22 / 1.52 / 64.4 / 545
finish: 1.36 / 1.45 / 64.4 / 545
## layer usage
| metal | GRT usage (%) | routed length (um) | vias up |
|---|---|---|---|
| met4 | 3.67 | 140 | 0 |
| met2 | 21.0 | 2240 | 93 |
| met1 | 33.7 | 3680 | 1090 |
| li1 | - | - | 1456 |
| met3 | 2.37 | 366 | 12 |
| met5 | 0 | 0 | - |
Power is estimated from default activity; no workload was simulated.
