**flow/design.v**
```verilog
module buffer_slots (
    input  wire        clk,
    input  wire        reset,
    input  wire [31:0] inputs,
    input  wire        stall,
	input  wire		   push,
    output reg [31:0]  outputs,
	output reg		   valid,
    output wire        to_stall_mgmt
);
	reg [31:0] stall_slots [7:0];
	reg stalled;
	assign to_stall_mgmt = stalled;
	always @(posedge clk) begin
		if (reset) begin
			stalled <= 0;
		end else begin
			if (stall) stalled <= 1;
			else stalled <= 0;
		end
	end
	reg [4:0] wr_ptr, rd_ptr;
	reg [4:0] count;
	always @(posedge clk) begin
		if (reset) begin
			count <= 'd0;
			wr_ptr <= 'd0;
			rd_ptr <= 'd0;
			outputs <= 'hFFFFFFFF;
			valid <= 0;
		end
		else begin
			if (push) begin
				if (!stall) begin
					outputs <= inputs;
					valid	<= 1;
				end else begin
					valid <= 0;
					stall_slots[wr_ptr] <= inputs;
					wr_ptr 	<= wr_ptr + 'd1;
					count	<= count + 'd1;
				end
			end else begin
				if (count == 'd0) begin
					valid <= 0;
					outputs <= 'hFFFFFFFF;
				end 
				else if (count != 'd0 && !stall) begin
					valid <= 1;
					outputs <= stall_slots[rd_ptr];
					rd_ptr	<= rd_ptr + 'd1;
					count	<= count - 'd1;
				end
			end
		end
	end
endmodule
```
**flow/run.sh**
```bash
#!/bin/bash
# OpenROAD 26Q1-2900-gdf79404cd8, Yosys 0.63+post, stock flow scripts
make -C /OpenROAD-flow-scripts/flow DESIGN_CONFIG=/design/flow/config.mk WORK_HOME=/design/flow/orfs finish
```
**flow/config.mk**
```make
export PLATFORM = sky130hd
export DESIGN_NAME = buffer_slots
export DESIGN_NICKNAME = buffer_slots
export VERILOG_FILES = /design/flow/design.v
export SDC_FILE = /design/flow/constraint.sdc
export NUM_CORES = 4
export LEC_CHECK = 1
export CORE_UTILIZATION = 30
```
**flow/constraint.sdc**
```tcl
current_design buffer_slots

set clk_period 9.5
set clk_io_pct 0.2

create_clock -name clk0 -period $clk_period [get_ports {clk}]

set non_clock_inputs [all_inputs -no_clocks]
set_input_delay [expr $clk_period * $clk_io_pct] -clock clk0 $non_clock_inputs
set_output_delay [expr $clk_period * $clk_io_pct] -clock clk0 [all_outputs]
```
==> flow_metrics.tcl <==
# place-and-route summary
set metrics [dict create \
    placed_area_um2 12800 \
    powerDensity_nw_per_um2 223.2 \
    synth_area_leader_cell "edfxtp_1" \
    cts-buffers-inserted 35 \
    vias 5651 \
    hold_buffers 0 \
    synth_warnings 1 \
    htree_levels 2 \
    cts.sinks 304 \
    ys.flop_type "edfxtp_1" \
    syn_inst 576 \
    synth_flops 304 \
    logic_family "multiplexers" \
    peakVddDrop_mv 0.1074 \
    cts_tree "built" \
    row_count 71 \
    gr-total-overflow 0 \
    root_buffer "clkbuf_16" \
    grt_pass1_vias 6182 \
    drive_gt1_frac 0.2142 \
    fin_crit_ps 4400 \
    p_leak_nw 4.272 \
    syn_area_per_cell_um2 19.93 \
    final_cell_mix "edfxtp_1 (256), clkdlybuf4s50_1 (69), mux4_2 (64), dfxtp_1 (45)" \
    fin_util 0.3692 \
    setup_viol 0 \
    io_pins 70 \
    fin_ws_ps 5100 \
    fmax_ghz 0.2273 \
    topCellsByArea "edfxtp_1 (67%), mux4_2 (13%), dfxtp_1 (8.4%)" \
    drv_slew 0 \
    grt_max_degree 41 \
    fp.coreArea_um2 37670 \
    grt_usage 0.1297 \
    synth.distinct_cells 42 \
    detail-route-antenna-nets 0 \
    synth_area_um2 11480 \
    rsz0062_at_grt "no" \
    synthSimpleGateAreaFrac 0.01821 \
    yosysSeqAreaShare 0.7535 \
    synthXorXnorAreaFrac 0.006105 \
    antenna_cells 0 \
    synthArstFlopShare 0 \
    post-place-ws_ps 4575 \
    hold_class "reg -> reg" \
    post_cts_resized 0 \
    fp_util 0.3047 \
    mux_share 0.1544 \
    critPathLaunchType "input pin" \
    cts_setup_buffers 0 \
    mostFrequentLayoutCell "edfxtp_1" \
    fillers 3459 \
    wire_per_inst_um 18.87 \
    io_buffers 69 \
    cts.path.max_buffers 3 \
    end_kind "flop" \
    aoi_share 0.04361 \
    dp_hpwl_mm 12.99 \
    warnings 25 \
    status "complete, no violations" \
    via_per_inst 4.701 \
    tns_ps 0 \
    synthToLayoutAreaGrowth_pct 21.16 \
    edf_count 256 \
    antenna_found_initial 0 \
    fp.dieW_um 197.6 \
    cp_max_fo 26 \
    stdcell_area_um2 13910 \
    die-area_um2 39040 \
    period_used_share 0.4632 \
    clkSlewWorstSetupHoldPaths_ps 60 \
    clock_skew_ps 18.66 \
    ys_area_um2 11480 \
    relSlewSlack 0.3694 \
    insertion_delay_ps 510 \
    routed_wirelength_mm 22.68 \
    grt_pass1_wl_mm 35.80 \
    worstPathRequired_ps 9640 \
    first_pass_iters 4 \
    hold_ws_ps 509.9 \
    critPathKind "in -> reg" \
    max_cap_viol_count 0 \
    top_cell_area_share 0.6698 \
    dieHeight_um 197.6 \
    synth_stat.cells 576 \
    first_iter_violations 274 \
    worst_pin_slew_ps 946.0 \
    arrival_ps 4550 \
    drc 0 \
    gp_congestion 0.7605 \
    finalHoldViolCount 0 \
    adder_share 0.007195 \
]
cell usage after synthesis, types with 2 or more instances:
master     instances
edfxtp_1         256
mux4_2            64
dfxtp_1           48
a21oi_1           36
mux2i_1           33
o22ai_1           32
nor2_1            18
clkbuf_1          10
buf_2              8
buf_4              7
nand2_1            6
ha_1               5
nand3_1            5
xor2_1             5
buf_1              4
nor3_1             4
buf_6              3
xnor2_1            3
a2111oi_0          2
a31oi_1            2
inv_1              2
nand2b_1           2
o21ai_0            2
cell type report:
class	count	area [um2]	area share
Clock inverter	16	147.6	0.01062
Sequential cell	304	8657	0.6225
Multi-Input combinational cell	236	2691	0.1935
Clock buffer	48	955.9	0.06874
Inverter	3	11.26	0.0008098
Timing Repair Buffer	84	803.3	0.05777
Tap cell	511	639.4	0.04598
path summary, 6_finish.rpt:
kind / endpoint / cells past startpoint / slack (ps) / startpoint
hold reg to reg: outputs[12] / 2 / 510 / outputs[12]
hold / removal: outputs[12] / 2 / 510 / outputs[12]
setup / recovery: stall_slots[0][7] / 5 / 5100 / reset
setup reg to reg: outputs[7] / 4 / 6850 / flop
layer usage:
layer | track usage | up-vias | part of all wire
li1 | - | 2555 | -
met1 | 0.1812 | 2811 | 0.41
met2 | 0.1948 | 247 | 0.47
met3 | 0.06324 | 38 | 0.10
met4 | 0.02440 | 0 | 0.022
met5 | 0 | - | 0
stage by stage:
stage / cells / total power, mW
floorplan: 576 / 1.733
global placement: 1138 / 1.859
detailed placement: 1138 / 1.861
CTS: 1202 / 3.145
global route: 1202 / 3.227
finish: 1202 / 3.103
kinds of logic (layout without fill, tap and decap cells):
logic type	after synthesis	count (layout)
flops	304	304
mux	97	97
compound gates	82	82
simple gates	43	43
buf+inv	36	151
xor+xnor	8	8
fa+ha+maj	6	6
registers in the layout (all words and copies together), names as in the netlist, named ones only:
signal	flops
stall_slots	256
outputs	32
count	5
rd_ptr	3
wr_ptr	3
stalled	1
valid	1
report_power, final:
| part | leakage [nW] | total, mW | switching [mW] | internal (mW) |
|---|---|---|---|---|
| clock network | 0.540 | 1.28 | 0.513 | 0.764 |
| registers | 2.70 | 1.52 | 0.0337 | 1.49 |
| logic | 1.03 | 0.305 | 0.151 | 0.154 |
critical path, cell delays in order:
cell	delay (ps)
clkdlybuf4s50_1	750
and2b_1	430
nand3b_1	310
nor3_2	620
buf_4	510
No activity file was given, so power comes from the tool's default toggle rates.
