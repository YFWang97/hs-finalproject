$ cat /design/flow/config.mk
export PLATFORM = sky130hd
export DESIGN_NAME = producer_fsm
export DESIGN_NICKNAME = producer_fsm
export VERILOG_FILES = /design/flow/design.v
export SDC_FILE = /design/flow/constraint.sdc
export NUM_CORES = 4
export LEC_CHECK = 1
export CORE_AREA = 10 10 70 70
export DIE_AREA = 0 0 80 80
$ cat /design/flow/constraint.sdc
current_design producer_fsm

set clk_period 1.5
set clk_io_pct 0.2

create_clock -name clk0 -period $clk_period [get_ports {clk}]

set non_clock_inputs [all_inputs -no_clocks]
set_input_delay [expr $clk_period * $clk_io_pct] -clock clk0 $non_clock_inputs
set_output_delay [expr $clk_period * $clk_io_pct] -clock clk0 [all_outputs]
$ cat /design/flow/design.v
module producer_fsm (
    input  wire        clk,
    input  wire        reset,
    output wire [31:0] pipeline1_inputs,
    output wire [31:0] pipeline2_inputs,
    output wire [1:0]  in_valid,
    output wire        flush_1,
    output wire        flush_2
);
	reg [3:0] addr1;
	reg [3:0] addr2;
	always @(posedge clk) begin
		if (reset) addr1 <= 'd0;
		else addr1 <= addr1 + 'd1;
	end
	always @(posedge clk) begin
		if (reset) addr2 <= 'd0;
		else addr2 <= addr2 + 'd1;
	end
	assign pipeline1_inputs = addr1;
	assign pipeline2_inputs = addr2;
	assign in_valid[0] = (addr1 >= 'd0 && addr1 <= 'd8);
	assign in_valid[1] = (addr2 == 'd2 || addr2 == 'd3);
	assign flush_1 = (addr1 == 'd15);
	assign flush_2 = (addr2 == 'd15);
endmodule
$ cat /design/flow/run.sh
#!/bin/bash
# OpenROAD 26Q1-2900-gdf79404cd8, Yosys 0.63+post, stock flow scripts
make -C /OpenROAD-flow-scripts/flow DESIGN_CONFIG=/design/flow/config.mk WORK_HOME=/design/flow/orfs finish
==> impl_metrics.json <==
{
  "final_layout_top_logic_cells": "conb_1 (56), buf_4 (8), nor2_1 (7)",
  "drc": 0,
  "cts.sinks": 8,
  "fmax_mhz": 682,
  "vias": 485,
  "grt_pass1_vias": 535,
  "worstPathRequired_ns": 1.20,
  "clk_latency_ns": 0.25,
  "cap_viol_max_count": 0,
  "die_w_um": 80,
  "use_met1_pct": 4.37,
  "grt_busiest_layer": "met2",
  "gr-total-overflow": 0,
  "hold_viol": 0,
  "antenna_found_initial": 0,
  "yosys_cells": 95,
  "fp_util_pct": 23.1,
  "crit_start": "addr2[0]$_SDFF_PP0_",
  "warning_count": 29,
  "root_buffer": "clkbuf_4",
  "power.leakage_uw": 0.000502,
  "vias_per_cell": 2.90,
  "dr.pass1.iters": 2,
  "status": "completed",
  "finalInstanceArea_um2": 950,
  "ir_drop_mv": 0.210,
  "portBuffers": 13,
  "hpwl_um": 1330,
  "final_layout_size_suffix_gt1_share_pct": 28.9,
  "setup_viol": 0,
  "fin_crit_sh_pct": 97.7,
  "cts_tree": "yes",
  "cts_hold_buffers": 0,
  "fp.dieArea_mm2": 0.00640,
  "synth_flop_count": 8,
  "tns_ns": 0,
  "routed_wl_um": 1590,
  "dpl.cell_count": 159,
  "synth_cell_types": 16,
  "ant_nets": 0,
  "syn_inst": 95,
  "cts_made_buffers": 3,
  "grt_max_degree": 9,
  "cp_max_fo": 2,
  "grt_use_met3_pct": 2.61,
  "synth_seq_share_pct": 20.3,
  "path_class": "flip-flop to output pin",
  "dieHeight_um": 80,
  "lay_top_count": "conb_1",
  "crit_buf_inv": 3,
  "ys_area_um2": 790,
  "start_kind": "flip-flop",
  "path_clk_slew_ns": 0.05,
  "min_period_ns": 1.47,
  "worstSetupEndpointType": "output pin",
  "min_path_type": "flip-flop to flip-flop",
  "rrSetupSlack_ns": 0.34,
  "rsz0062_at_grt": "yes",
  "grt_use_total_pct": 4.21,
  "clock_skew_ns": 0.00247,
  "layout_setup_ws_ns": 0.0339,
  "path_cells": "buf_6, inv_4, ha_4, nor2_2, nor3_1, buf_2",
  "routedWlPerCell_um": 9.51,
  "final-max-slew-violation-count": 0,
  "htreeDepth": 1,
  "place_ws_ns": -0.0143,
  "ys.warnings.count": 1,
  "cts_buffer_depth": 2,
  "cp_slowest_cell": "dfxtp_2",
  "syn_area_per_cell_um2": 8.31,
  "crit_family": "flip-flops",
  "placeableCoreArea_mm2": 0.00342,
  "rows": 21,
  "placed_cell_area_um2": 811,
  "layout.cells.non_filler": 167,
  "antenna_cells": 0,
  "min_from": "addr2[2]$_SDFF_PP0_",
  "syn_area_um2": 790,
  "r2r-start": "addr2[0]$_SDFF_PP0_",
  "grt_pass1_wl_um": 2250,
  "p_per_area_mw_per_mm2": 564,
  "met2_usage_pct": 7.38,
  "arrival_ns": 1.17,
  "drt_iter0_markers": 12,
  "cp_slowest_stage_delay_ns": 0.34,
  "syn_to_final_growth_pct": 20.3,
  "io_pins": 70,
  "gp_congestion": 0.731
}
## worst paths after layout
path | endpoint | cells past startpoint
max | in_valid[1] | 6
min | addr2[2]$_SDFF_PP0_ | 2
max reg2reg | addr2[3]$_SDFF_PP0_ | 5
min reg2reg | addr2[2]$_SDFF_PP0_ | 2
## stage by stage
step / utilization, % / power (µW) / hold slack [ns]
after detailed placement: 23.7 / 345 / 0.550
final: 27.8 / 535 / 0.543
after floorplan: - / 376 / 0.430
after global routing: 27.8 / 584 / 0.582
after global placement: 23.7 / 346 / 0.555
after CTS: 26.0 / 530 / 0.559
## worst reg2reg max path, stage by stage (launching register included)
cell and delay [ns]:
dfxtp_2 0.34, buf_6 0.12, buf_4 0.12, buf_4 0.13, nand3_2 0.06, mux2_4 0.29
## cell families (layout without fill, tap and decap cells)
group | count (synthesis) | after routing | synth area share, %
buffers and inverters | 61 | 32 | 55.8
AND/OR/NAND/NOR | 16 | 16 | 10.5
flip-flops | 8 | 8 | 20.3
adder cells (fa/ha/maj) | 4 | 4 | 6.34
XOR/XNOR | 2 | 2 | 2.22
multiplexers | 2 | 2 | 3.80
other | 1 | 56 | 0.475
AND-OR/OR-AND | 1 | 1 | 0.633
## cell type report
class	instances	area [µm²]
clock buffers	3	22.5
well taps	46	57.6
multi-input cells	81	457
inverters	4	17.5
fillers	367	2470
repair buffers	25	224
flip-flops and latches	8	171
## registers in the layout, summed over array words and instances, names as in the netlist
register / count
addr2: 4
addr1: 4
## cell usage after synthesis
cell,instances,area (µm²)
conb_1,1,3.75
nor3_1,1,5.00
buf_4,56,420
nand3_1,1,5.00
nand3_2,1,10.0
inv_1,4,15.0
o21ai_0,1,5.00
nor2_1,8,30.0
nor2b_1,3,18.8
xnor2_1,2,17.5
and3_2,1,7.51
mux2_4,2,30.0
and3_1,1,6.26
buf_2,1,5.00
dfxtp_1,8,160
ha_1,4,50.1
## report_power, final
group	internal, µW	switching, µW
combinational	78.2	47.2
sequential	229	18.9
clock	91.4	70.6
total	399	137
## per-layer routing
layer | up-vias | share of wire, % | wire length [µm]
li1 | 235 | - | -
met1 | 210 | 39 | 620
met2 | 38 | 48 | 758
met3 | 2 | 13 | 202
met4 | 0 | 0.50 | 8
met5 | - | 0 | 0
## what timing repair did
item,in CTS,in global routing
gates resized,18,22
pin swaps,2,6
setup buffers,5,0
cloned,0,0
endpoints found under the setup margin,6,6
No activity file was given, so power comes from the tool's default toggle rates.
